===== flow/design.v =====
module alu (
  input [3:0] op,
  input [7:0] a, b,
  output reg [7:0] q
);
always @* begin
    case (op)
      0: q <= a + b;
      1: q <= a - b;
      2: q <= a * b;
      3: q <= a << 1;
      4: q <= a >> 1;
      5: q <= a & b;
      6: q <= a | b;
      7: q <= a ^ b;
      8: q <= ~a;
      9: q <= a < b;
      10: q <= a == b;
      default: q <= 0;
    endcase
  end
endmodule

===== flow/run.sh =====
#!/bin/bash
# OpenROAD 26Q1-2900-gdf79404cd8, Yosys 0.63+post, stock flow scripts
make -C /OpenROAD-flow-scripts/flow DESIGN_CONFIG=/design/flow/config.mk WORK_HOME=/design/flow/orfs finish

===== flow/config.mk =====
export PLATFORM = sky130hd
export DESIGN_NAME = alu
export DESIGN_NICKNAME = alu
export VERILOG_FILES = /design/flow/design.v
export SDC_FILE = /design/flow/constraint.sdc
export NUM_CORES = 4
export LEC_CHECK = 1
export CORE_UTILIZATION = 40

===== flow/constraint.sdc =====
current_design alu

set clk_period 7.0
set clk_io_pct 0.2

create_clock -name clk0 -period $clk_period

set non_clock_inputs [all_inputs -no_clocks]
set_input_delay [expr $clk_period * $clk_io_pct] -clock clk0 $non_clock_inputs
set_output_delay [expr $clk_period * $clk_io_pct] -clock clk0 [all_outputs]

==> results.cfg <==
; synthesis and place-and-route metrics
[hold_path]
hold_depth = 6
holdCritStartpoint = a[4]
holdCritPathClass = in -> out
worst_hold_path.endpoint = q[4]

[sta]
finalSetupTns_ns = 0
timing_worst_slew_pin_value_ns = 0.732
setup-violations-final = 0
final_min_period_over_clock_period = 0.968
timing.final.hold_violations = 0
drv_slew = 0
shortest_period_the_worst_path_allows_ns = 6.77
slew_headroom = 0.511
grt_setup_unrepaired = false
max_clock_freq_mhz = 148

[synth]
yosys.cell_types.count = 45
syn-mean-instance-area_um2 = 7.14
synthesis.yosys.warnings = 1
synthTopLogicFamily = adder cells
synth-seq-area-share = 0
aoi_share = 0.220
fa_ha_area_frac = 0.351
xor_and_xnor_fraction_of_the_mapped_netlist_area = 0.0809
area_fraction_in_and_or_nand_and_nor_cells = 0.209
synth.cell_area_um2 = 2230
yosysCellCount = 312
synth.yosys.chip_area_um2 = 2230
syn-instance-count = 312
ys_sh_mux = 0.0371

[final_layout]
final-seq-area_um2 = 0
ffs_latches = 0
flow.area_growth_from_synthesis_pct = 28.8
final_area_um2 = 2870
clock_buffers = 0
layout-drive-gt1-share = 0.166

[pwr]
pwr-share-seq = 0
power.combinational.fraction = 1.000
p_sw_frac = 0.496
power_density_nw_per_um2 = 99.5
p_leak_nw = 1.47
netSwitchingPower_mw = 0.142
post-layout-total-power_mw = 0.285
p_int_mw = 0.144
pwr-share-clk = 0
ir_drop_v = 0.0000886

[global_routing]
globalRoute.totalOverflow = 0
largest_net_degree_at_the_start_of_global_routing = 26
number_of_global_route_vias_before_repair = 2176
total_grt_usage = 0.244
grt_antenna_before_repair = 0
grt_first_pass_wirelength_um = 11000

[setup_path]
slowest_delay_ns = 0.54
setup.worst_path.class = in -> out
critical_path_peak_fanout = 3
cp_top_family = adder cells
cp.arrival_ns = 5.37
timing.critical_path.cells = dlygate4sd2_1, inv_2, buf_4, nor2_1, fa_2, fa_1, ha_1, inv_1, fa_1, inv_1, ha_1, a21o_1, a21oi_2, xnor3_1, a221oi_2, o221ai_2, clkdlybuf4s50_1
cp.buffers_inverters = 6
critPathLaunchType = input port
critPathSlowestCell = sky130_fd_sc_hd__fa_1
worstSetupEndpointType = output port
critical_path_required_ns = 5.60

[floorplanning]
die_h_um = 76.6
chip_area_um2 = 5870
die_w_um = 76.6
core_area_um2 = 5240
floorplan.initialDensity = 0.425
rows = 26
design.portCount = 28

[detailed_routing]
detail_route.wirelength_um = 6530
detail_route.vias_per_cell = 5.21
detail-route-antenna-nets = 0
initialDrtViolationCount = 110
drc_errors = 0
via_count = 2276
drt_pass1_iterations = 5
routedWlPerCell_um = 14.9
antenna-diode-count = 0

[clocking]
holdBufCountCts = 0

[run]
drv.max_cap_violation_count = 0
log.warning_count = 48

[placed_design]
dpl_cell_area_um2 = 2830
place.detailed.hpwl_um = 5540
place.gp.congestion = 0.959
port_buffers = 28

[status]
status = finished clean
==> how the worst max path moves through the flow <==
| stage | to | startpoint | slack [ns] | cells past startpoint |
|---|---|---|---|---|
| final | q[7] | a[1] | 0.23 | 17 |
| after CTS | q[7] | a[4] | 0.04 | 15 |
| after global routing | q[7] | a[1] | 0.03 | 17 |
==> power by group through the flow <==
stage | Clock, mW | Sequential [mW] | Combinational (mW)
global route | 0 | 0 | 0.321
CTS | 0 | 0 | 0.286
finish | 0 | 0 | 0.285
==> logic make-up (layout without fill, tap and decap cells) <==
group	Yosys count	after routing
AND/OR/NAND/NOR	104	104
AND-OR/OR-AND	71	71
buffers and inverters	61	116
adder cells (fa/ha/maj)	54	54
XOR/XNOR	15	15
multiplexers	7	7
==> synth_stat cells, types with 3 or more instances <==
library cell / number / share of area
sky130_fd_sc_hd__inv_1: 47 / 0.079
sky130_fd_sc_hd__nand4_1: 3 / 0.0084
sky130_fd_sc_hd__a211o_1: 3 / 0.012
sky130_fd_sc_hd__mux2i_1: 6 / 0.027
sky130_fd_sc_hd__nor2b_1: 7 / 0.020
sky130_fd_sc_hd__a21o_1: 6 / 0.020
sky130_fd_sc_hd__nand3b_1: 4 / 0.013
sky130_fd_sc_hd__clkbuf_1: 11 / 0.019
sky130_fd_sc_hd__ha_1: 40 / 0.22
sky130_fd_sc_hd__fa_1: 14 / 0.13
sky130_fd_sc_hd__xnor2_1: 7 / 0.028
sky130_fd_sc_hd__o22ai_1: 6 / 0.017
sky130_fd_sc_hd__nand2_1: 35 / 0.059
sky130_fd_sc_hd__xnor3_1: 3 / 0.030
sky130_fd_sc_hd__o21ai_1: 6 / 0.013
sky130_fd_sc_hd__a21oi_1: 16 / 0.036
sky130_fd_sc_hd__xor2_1: 4 / 0.016
sky130_fd_sc_hd__a221oi_1: 5 / 0.020
sky130_fd_sc_hd__o21ai_0: 9 / 0.020
sky130_fd_sc_hd__nor2_1: 39 / 0.066
sky130_fd_sc_hd__nand2b_1: 3 / 0.0084
sky130_fd_sc_hd__nor3_1: 5 / 0.011
sky130_fd_sc_hd__nand3_1: 3 / 0.0067
==> repair_timing <==
item / 4_1_cts / 5_1_grt
pin swaps: 8 / 7
setup endpoints to repair: 2 / 2
resized: 11 / 19
buffers inserted: 0 / 2
==> per-stage QoR <==
stage | utilization | setup slack (ns) | cells | hold slack, ns
after global routing | 0.548 | 0.0288 | 437 | 3.88
after CTS | 0.540 | 0.0426 | 435 | 3.98
after detailed placement | 0.540 | -0.426 | 435 | 4.04
after floorplan | - | 0.712 | 312 | 2.94
final | 0.548 | 0.226 | 437 | 3.81
after global placement | 0.540 | -0.383 | 435 | 4.04
==> per-layer routing <==
metal  global-route usage  routed length (µm)  share of wire  vias to the layer above
met4               0.0154                  53         0.0081                        0
met5                    0                   0              0                        -
li1                     -                   -              -                     1174
met1                0.392                3140           0.48                     1026
met3               0.0122                 358          0.055                        4
met2                0.386                2990           0.46                       72
==> cell type report <==
class / count / area, µm²
fillers: 509 / 2370
inverters: 49 / 184
multi-input cells: 251 / 2040
well taps: 70 / 87.6
repair buffers: 67 / 561
==> cell usage in the layout (no fill, tap or decap), types with 3 or more instances in the layout <==
| cell | instances |
|---|---|
| sky130_fd_sc_hd__inv_1 | 44 |
| sky130_fd_sc_hd__nor2_1 | 39 |
| sky130_fd_sc_hd__buf_4 | 39 |
| sky130_fd_sc_hd__ha_1 | 36 |
| sky130_fd_sc_hd__nand2_1 | 35 |
| sky130_fd_sc_hd__clkdlybuf4s50_1 | 18 |
| sky130_fd_sc_hd__a21oi_1 | 15 |
| sky130_fd_sc_hd__fa_1 | 11 |
| sky130_fd_sc_hd__o21ai_0 | 9 |
| sky130_fd_sc_hd__nor2b_1 | 7 |
| sky130_fd_sc_hd__xnor2_1 | 7 |
| sky130_fd_sc_hd__o22ai_1 | 6 |
| sky130_fd_sc_hd__a21o_1 | 6 |
| sky130_fd_sc_hd__mux2i_1 | 6 |
| sky130_fd_sc_hd__o21ai_1 | 6 |
| sky130_fd_sc_hd__inv_2 | 5 |
| sky130_fd_sc_hd__nor3_1 | 5 |
| sky130_fd_sc_hd__a221oi_1 | 4 |
| sky130_fd_sc_hd__xor2_1 | 4 |
| sky130_fd_sc_hd__nand3b_1 | 4 |
| sky130_fd_sc_hd__dlymetal6s2s_1 | 4 |
| sky130_fd_sc_hd__clkbuf_2 | 4 |
| sky130_fd_sc_hd__nand2b_1 | 3 |
| sky130_fd_sc_hd__nand4_1 | 3 |
| sky130_fd_sc_hd__nand3_1 | 3 |
| sky130_fd_sc_hd__xnor3_1 | 3 |
| sky130_fd_sc_hd__a211o_1 | 3 |
| sky130_fd_sc_hd__fa_2 | 3 |
| sky130_fd_sc_hd__ha_2 | 3 |
Power and IR drop assume default switching activity.
