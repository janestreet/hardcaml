==> flow/design.v <==
module single_port_ram (
  input clock, write_enable,
  input [2:0] address,
  input [7:0] write_data,
  output reg [7:0] read_data
);
  reg [7:0] mem[0:7];
  always @(posedge clock) begin
    if (write_enable)
      mem[address] <= write_data;
    read_data <= mem[address];
  end
endmodule
==> flow/run.sh <==
#!/bin/bash
# OpenROAD 26Q1-2900-gdf79404cd8, Yosys 0.63+post, stock flow scripts
make -C /OpenROAD-flow-scripts/flow DESIGN_CONFIG=/design/flow/config.mk WORK_HOME=/design/flow/orfs finish
==> flow/config.mk <==
export PLATFORM = sky130hd
export DESIGN_NAME = single_port_ram
export DESIGN_NICKNAME = single_port_ram
export VERILOG_FILES = /design/flow/design.v
export SDC_FILE = /design/flow/constraint.sdc
export NUM_CORES = 4
export LEC_CHECK = 1
export CORE_UTILIZATION = 50
==> flow/constraint.sdc <==
current_design single_port_ram

set clk_period 1.8
set clk_io_pct 0.2

create_clock -name clk0 -period $clk_period [get_ports {clock}]

set non_clock_inputs [all_inputs -no_clocks]
set_input_delay [expr $clk_period * $clk_io_pct] -clock clk0 $non_clock_inputs
set_output_delay [expr $clk_period * $clk_io_pct] -clock clk0 [all_outputs]
==> flow_metrics.tcl <==
# yosys + openroad results
set metrics [dict create \
    min_from "mem[0][6]" \
    reg2reg_from "mem[6][7]" \
    drive_above_1_share_pct 28.3 \
    grt_pass1_wl_mm 6.75 \
    grt_usage_pct 18.7 \
    numClockSinks 72 \
    final_antenna_net_count 0 \
    synth_flops 72 \
    path_max_fanout 13 \
    grt_max_degree 18 \
    cts-resized-gates 0 \
    antenna_cells 0 \
    gp_congestion 0.898 \
    cts_tree "yes" \
    place_ws_ns -0.273 \
    cts_root_buffer "clkbuf_8" \
    ys_chip_area_mm2 0.00272 \
    ys_cells 129 \
    port_buffers 20 \
    ys_warn_count 1 \
    clkLatencyLatePin_ns 0.32 \
    rsz0062_at_grt "no" \
    required_ns 1.84 \
    ctsHoldBuffers 0 \
    drtIter0Drc 36 \
    area_delta_synth_final_pct 22.2 \
    die_x_um 75.7 \
    clock_skew_ns 0.00338 \
    holdPathStages 2 \
    yosys.cell_types.count 28 \
    fmax_mhz 569 \
    tightest_slew_ns 0.434 \
    r2r_cells 2 \
    rows 26 \
    drc 0 \
    setup_viol 0 \
    seq_area_frac_synth_pct 76.7 \
    maxCapViolations 0 \
    cts_max_path_buffers 2 \
    warnings 26 \
    start_kind "primary input" \
    firstDrtPassIters 4 \
    lay_top_count "edfxtp_1" \
    utilization_pct 64.2 \
    die_h_um 75.7 \
    grt-ovfl-total 0 \
    r2r_slack_ns 0.55 \
    cts_buffers 9 \
    antenna_found_initial 0 \
    critPathCaptureType "flip-flop" \
    cp.arrival_ns 1.80 \
    finalCritPeriodShare_pct 97.6 \
    routed_via_density 5.28 \
    path_class "primary input to flip-flop" \
    clkTransAtPathRegs_ns 0.07 \
    p_per_area_mw_per_mm2 964 \
    vias 1319 \
    initCoreUtil_pct 52.5 \
    min_period_ns 1.76 \
    reg2reg_to "read_data[7]" \
    dp_hpwl_mm 3.04 \
    drv_slew 0 \
    layout_setup_ws_ns 0.0426 \
    worstHoldPathType "flip-flop to flip-flop" \
    syn_area_mm2 0.00272 \
    route.detailed.wl_per_inst_um 17.5 \
    synth_area_per_cell_um2 21.0 \
    cts.htree.levels 3 \
    wl_mm 4.38 \
    post-cts-setup-buffers 0 \
    ir_worst_vdd_uv 653 \
    core_mm2 0.00517 \
    grt_pass1_vias 1329 \
    max_slew_margin_pct 70.8 \
    final_cell_mix "edfxtp_1, clkdlybuf4s50_1, buf_4, clkbuf_8" \
    io_pins 21 \
    worstHoldEndpoint "read_data[6]" \
    die_area_mm2 0.00573 \
    finalHoldViolCount 0 \
    leakage_nw 1.17 \
    syn_inst 129 \
    status "completed" \
]
==> through the flow <==
stage / cells / hold slack (ns) / total power (W) / setup TNS (ns) / instance area [µm²]
after floorplan: 129 / 0.459 / 0.00205 / -0.113 / 2720
after global placement: 234 / 0.554 / 0.00218 / -11.44 / 3150
after detailed placement: 234 / 0.567 / 0.00219 / -12.40 / 3150
after CTS: 250 / 0.583 / 0.00324 / 0 / 3320
after global routing: 250 / 0.609 / 0.00333 / 0 / 3320
final: 250 / 0.577 / 0.00320 / 0 / 3320
==> flip-flops by register name, indices dropped and copies added, names as in the netlist <==
name,flops
read_data,8
mem,64
==> power by group <==
group | switching, W | internal, W | total, W | leakage [nW]
clock network | 0.000518 | 0.000535 | 0.00105 | 0.0834
logic | 0.0000967 | 0.000150 | 0.000247 | 0.436
registers | 0.0000148 | 0.00189 | 0.00190 | 0.649
==> Yosys cell counts (all sizes together) <==
cell type | instances | area, µm²
a22oi | 1 | 7.51
edfxtp | 64 | 1920
clkbuf | 1 | 3.75
buf | 6 | 50.0
a211o | 1 | 8.76
mux2 | 9 | 124
and3b | 1 | 8.76
inv | 1 | 3.75
o221ai | 1 | 8.76
o211a | 1 | 10.0
nand3 | 2 | 10.0
mux4 | 12 | 285
nor2 | 7 | 26.3
mux2i | 2 | 20.0
nand2b | 2 | 12.5
dfxtp | 8 | 160
nand2 | 4 | 15.0
nand3b | 1 | 7.51
a311oi | 1 | 8.76
a21oi | 1 | 5.00
o211ai | 1 | 7.51
nor3 | 2 | 10.0
==> cells by family after synthesis <==
logic type / Yosys count / synth area share, %
buf+inv: 8 / 2.12
flops: 72 / 76.7
simple gates: 19 / 3.32
compound gates: 7 / 2.07
mux: 23 / 15.8
==> worst max-delay path, stage by stage <==
cell	delay (ns)
clkdlybuf4s50_1	0.45
buf_12	0.18
buf_4	0.18
nor3_1	0.39
buf_4	0.23
==> final cells by class <==
| type | count | area (µm²) |
|---|---|---|
| Sequential cell | 72 | 2080 |
| Inverter | 1 | 3.75 |
| Clock inverter | 3 | 17.5 |
| Multi-Input combinational cell | 49 | 576 |
| Clock buffer | 13 | 149 |
| Tap cell | 70 | 87.6 |
| Fill cell | 363 | 1850 |
| Timing Repair Buffer | 42 | 403 |
==> metal layers <==
metal  global-route usage (%)  vias to the layer above  part of all wire [%]
met4                     3.29                        0                   1.0
met1                     29.9                      648                    42
li1                         -                      619                     -
met3                     7.24                        5                   6.4
met5                        0                        -                     0
met2                     28.5                       47                    51
==> worst max path at each step <==
| stage | from | endpoint |
|---|---|---|
| CTS | address[0] | mem[0][0] |
| global route | address[0] | mem[0][2] |
| finish | address[0] | mem[0][0] |
No activity file was given, so power comes from the tool's default toggle rates.
