## flow/config.mk

```make
export PLATFORM = sky130hd
export DESIGN_NAME = sync_fifo
export DESIGN_NICKNAME = sync_fifo
export VERILOG_FILES = /design/flow/design.v
export SDC_FILE = /design/flow/constraint.sdc
export NUM_CORES = 4
export LEC_CHECK = 1
export CORE_UTILIZATION = 50
```

## flow/constraint.sdc

```tcl
current_design sync_fifo

set clk_period 4.7
set clk_io_pct 0.2

create_clock -name clk0 -period $clk_period [get_ports {clock}]

set non_clock_inputs [all_inputs -no_clocks]
set_input_delay [expr $clk_period * $clk_io_pct] -clock clk0 $non_clock_inputs
set_output_delay [expr $clk_period * $clk_io_pct] -clock clk0 [all_outputs]
```

## flow/design.v

```verilog
module sync_fifo (
  input clock, clear, write, read,
  input [15:0] data_in,
  output reg [15:0] data_out,
  output full, empty
);
  reg [2:0] wptr, rptr;
  reg [15:0] mem[0:7];
  assign full = (wptr + 1) == rptr;
  assign empty = wptr == rptr;
  wire write_incr = write & !full;
  wire read_incr = read & !empty;
  always @(posedge clock) begin
    if (clear) begin
      rptr <= 0;
      wptr <= 0;
    end else begin
      if (write_incr) wptr <= wptr + 1;
      if (read_incr) rptr <= rptr + 1;
    end
    if (write_incr) mem[wptr] <= data_in;
    if (read_incr) data_out <= mem[rptr];
  end
endmodule
```

## flow/run.sh

```bash
#!/bin/bash
# OpenROAD 26Q1-2900-gdf79404cd8, Yosys 0.63+post, stock flow scripts
make -C /OpenROAD-flow-scripts/flow DESIGN_CONFIG=/design/flow/config.mk WORK_HOME=/design/flow/orfs finish
```

==> notes.md <==
Figures from the flow reports.

Hold path:
- Looking at hold timing, the worst path starts from wptr[1].
- The run puts the worst hold path stage count at 2.
- The run gives the sink of the worst hold path as wptr[1].
- The run gives the class of the tightest hold or removal check as flop to flop.

Logic synthesis:
- The mapped netlist covers 5740 sq um.
- The run puts the chip area line of the yosys report at 5740 sq um.
- Counting the warning lines in the Yosys log gives 1.
- The run gives the mean instance size in the synthesized netlist as 22.5 sq um.
- The run gives the synthesized flop and latch total as 150.
- The run gives the proportion of synthesized chip area in sequential cells as 77.5%.
- The run gives the number of enable flip-flop cells as 144.
- After synthesis, the largest area contributor takes up 75.4% of total cell area.
- The run gives the unique cell type count in the Yosys netlist as 30.
- The run gives the share of flip-flops with an asynchronous set or reset after synthesis as 0%.
- Yosys reports that the most numerous cell types are sky130_fd_sc_hd__edfxtp_1 (144), sky130_fd_sc_hd__mux4_2 (32), sky130_fd_sc_hd__mux2_2 (16).
- The main area contributors are sky130_fd_sc_hd__edfxtp_1 (75%), sky130_fd_sc_hd__mux4_2 (13%), sky130_fd_sc_hd__mux2_2 (3.1%), sky130_fd_sc_hd__dfxtp_1 (2.1%), sky130_fd_sc_hd__xor2_1 (0.92%).
- Yosys instantiated no cell more often than sky130_fd_sc_hd__edfxtp_1.
- In the synthesized netlist the dominant register cell turns out to be sky130_fd_sc_hd__edfxtp_1.
- The run gives the post-synthesis cell count as 255.
- The run puts the cell count listed in synth_stat.txt at 255.
- The biggest area contributor in the post-synthesis netlist is sky130_fd_sc_hd__edfxtp_1.

Worst setup path:
- Listed in order, past its start point the critical path passes buf_4 -> xor2_2 -> xor2_1 -> nor3_2 -> clkdlybuf4s50_1.
- The run gives the maximum net fanout on the critical path as 19.
- By startpoint and endpoint, the worst setup path is classified as flop to output pin.
- The slowest stage of the critical path belongs to the cell sky130_fd_sc_hd__nor3_2.
- The run puts the depth of the most critical reg-to-reg path at 5.
- The kind of cell with the highest combined delay along the critical path is buffers and inverters.
- The worst setup path is captured at an output pin.
- Together, buffers and inverters on the worst path number 2.
- The run gives the kind of launch point of the worst setup path as a flop.
- The run puts the delay of the slowest critical-path stage at 0.68 ns.
- STA lists the endpoint of the worst register-to-register path as data_out[4].
- The run puts the arrival time of the worst setup path at 2.71 ns.
- The run gives the critical path data required time as 3.76 ns.
- Looking at the reg2reg group, the worst path starts from rptr[0].
- The run gives the setup slack of the worst register-to-register path as 1.95 ns.

Clocking:
- The run gives the H-tree depth as 4.
- TritonCTS built the clock tree.
- The run gives the post-CTS repair timing setup buffer count as 0.
- In this run the clock root is driven by a sky130_fd_sc_hd__clkbuf_16.
- The run puts the hold-fix buffer count after cts at 0.
- The run gives the number of instances resized during post-cts repair as 0.
- CTS saw 150 sinks.
- The run gives the buffer depth of the longest clock path as 2.
- The run gives the total clock buffers created by CTS as 17.
- The run gives the clock transition at the registers of the reported paths as 0.06 ns.
- The run puts the insertion delay at the late pin of the worst-skew pair at 0.40 ns.

Floorplanning:
- The run gives the row count as 38.
- The run gives the full die area as 11,900 sq um.
- The run gives the boundary pin count as 38.
- The run puts the die width at 109 um.
- The run puts the height of the die at 109 um.
- The run gives the core area as 11,000 sq um.
- The run puts the initial core utilization at 52.0%.

Route:
- Across all layers, the routed design uses 2,617 vias.
- TritonRoute reported its final design rule violation total as 0.
- The run gives the number of antenna-violating nets in the routed design as 0.
- The run gives the wire length per cell after detailed routing as 21.0 um.
- After the first detailed-routing iteration, the DRC count stood at 78.
- The run puts the wire length after detailed routing at 9770 um.
- The run gives the number of antenna diodes as 0.
- The first detailed-routing pass took 4 iterations.
- The run puts the number of vias per cell at 5.63.

Cells and area:
- The run puts the final core utilization at 63.1%.
- Per the final layout report, the fraction of cells sized above drive strength 1 comes to 30.8%.
- The run gives the filler-free cell count of the finished design as 465.
- The run gives the area added between synthesis and finish as 21.3%.

STA:
- The run puts the number of failing setup endpoints in the final timing report at 0.
- Setup total negative slack on the finished layout was measured at 0 ns.
- At the pin with the least slew margin, the transition time is 0.787 ns.
- Setup repair after global routing left no endpoint under its margin.
- The run puts the post-route clock skew at 0.00498 ns.
- The run puts the worst slew margin relative to its limit at 47.3%.
- The run puts the final period demand of the worst path at 3.65 ns.
- Based on the critical path, the design can be clocked at up to 0.274 GHz.
- The run puts the number of max-slew violations in the final report at 0.
- The run puts the share of the clock period used by the worst path after layout at 77.6%.
- In the final report, the number of hold violations comes to 0.

Power and ir drop:
- For this design the ratio of total power to cell area is 560 nW/um^2.
- Total power for the finished layout comes to 0.00390 W.
- Looking at the VDD voltage map, the peak drop is 390 uV.
- The run puts the leakage dissipation at 2.25 nW.

Placement:
- The run gives the count of input and output buffers as 37.
- The run puts the weighted congestion at the end of routability-driven global placement at 0.787.
- The run gives the detailed placer's ending HPWL as 5120 um.
- Counting tap cells, the placed design contains a total of 433 instances.

Flow run:
- The report counts max-capacitance violations totalling 0.
- The run gives the number of logged tool warnings as 25.

GRT:
- Summed over all layers, the global routing overflow is 0.
- The run gives the pin count of the biggest net entering global routing as 36.
- The number of global-route vias before repair came to 2,776.
- The run gives the first-pass GRT wire length as 14,900 um.
- The run puts the initial antenna violation count at 0.
- Total global-route track usage over all layers is 20.4%.

Run status:
- The flow ran to the end, and the final reports show no timing, DRC or antenna violations.
## power breakdown
group          switching [W]  total (W)  internal, W
registers          0.0000610    0.00173      0.00167
clock network       0.000490    0.00137     0.000884
logic               0.000352   0.000788     0.000436
## worst max-delay path by stage
stage,from,to,slack [ns],cells past startpoint
final,rptr[2],full,1.05,5
after global routing,rptr[2],full,0.87,5
after CTS,rptr[2],full,1.05,5
## cells by family (layout without fill, tap and decap cells)
kind of cell,count (synthesis),in the layout,share of synthesized area [%]
adder cells (fa/ha/maj),2,2,0.436
AND-OR/OR-AND,6,6,0.720
XOR/XNOR,7,7,1.20
multiplexers,51,51,16.3
flip-flops,150,150,77.5
buffers and inverters,12,82,1.26
AND/OR/NAND/NOR,27,27,2.62
## layout make-up
| type | count | area (sq um) |
|---|---|---|
| Clock buffer | 18 | 429 |
| Timing Repair Buffer | 49 | 460 |
| Tap cell | 140 | 175 |
| Multi-Input combinational cell | 93 | 1270 |
| Sequential cell | 150 | 4450 |
| Fill cell | 716 | 4070 |
| Clock inverter | 14 | 181 |
| Inverter | 1 | 3.75 |
## sequential cells by signal (all words and copies together) (netlist names)
name	flops
data_out	16
mem	128
rptr	3
wptr	3
## through the flow
| stage | setup WS [ns] | instance area [sq um] | hold WS, ns |
|---|---|---|---|
| finish | 1.05 | 6960 | 0.609 |
| global route | 0.869 | 6960 | 0.651 |
| CTS | 1.05 | 6960 | 0.614 |
| detailed placement | 1.49 | 6350 | 0.603 |
| global placement | 1.54 | 6350 | 0.590 |
| floorplan | 1.40 | 5740 | 0.534 |
## per-layer routing
metal	global-route usage, %	routed length [um]	part of all wire (%)	vias up
met5	0	0	0	-
met4	1.74	85	0.87	0
met3	16.1	1410	14	7
met2	28.1	4660	48	152
met1	30.2	3610	37	1283
li1	-	-	-	1175
## layout by cell type, fill, tap and decap left out, drive strengths merged
cell           Yosys  layout
xor2               7       7
bufinv             0       4
clkbuf             3      18
mux2              17      17
ha                 2       2
nor4               2       2
nand2              4       4
or4                1       1
buf                8      12
a31oi              1       1
o31a               1       1
nor4b              2       2
mux2i              2       2
o21ai              1       1
nor3               6       6
dfxtp              6       6
nor2               5       5
clkdlybuf4s50      0      37
o311ai             1       1
inv                1       3
nand2b             4       4
nor2b              3       3
edfxtp           144     144
a21oi              1       1
mux4              32      32
o31ai              1       1
clkinv             0       8
## worst min-delay path: cells and delay by family (launching register included)
kind	cells	cell delay [ns]
flops	1	0.39
simple gates	1	0.11
mux	1	0.06
Power and IR drop assume default switching activity.
